### /design/flow/design.v
module ALU(clk, resetn, srcA, srcB, ALUControl, Zero, ALUResult);
input clk, resetn;
input [31:0] srcA, srcB;
input [9:0] ALUControl;
output reg Zero;
output reg [31:0] ALUResult;
localparam ADD               = 10'b0000000000;
localparam SUB               = 10'b0100000000;
localparam SLL               = 10'b0000000001;
localparam SLT               = 10'b0000000010;
localparam SLTU              = 10'b0000000011;
localparam XOR               = 10'b0000000100;
localparam SRL               = 10'b0000000101;
localparam SRA               = 10'b0100000101;
localparam OR                = 10'b0000000110;
localparam AND               = 10'b0000000111;
localparam BEQ               = 10'b0000001000;
localparam BNE               = 10'b0000001001;
localparam BLT               = 10'b0000001010;
localparam BGE               = 10'b0000001011;
localparam BLTU              = 10'b0000001100;
localparam BGEU              = 10'b0000001101;
localparam LUI               = 10'b0000001110;
always @ (*)
begin
	case(ALUControl)
		ADD : ALUResult = srcA + srcB;
		SUB : ALUResult = srcA - srcB;
		SLL : ALUResult = srcA << srcB;
		SLT : ALUResult = ($signed(srcA) < $signed(srcB))?32'b1:32'b0;
		SLTU: ALUResult = (srcA < srcB)?32'b1:32'b0;
		XOR : ALUResult = srcA ^ srcB;
		SRL : ALUResult = srcA >> srcB;
		SRA : ALUResult = $signed(srcA) >> srcB;
		OR  : ALUResult = srcA | srcB;
		AND : ALUResult = srcA & srcB;
		BEQ :begin 
			ALUResult = srcA - srcB;
			Zero = (ALUResult == 0)?1:0;
		end
		BNE :begin 
			ALUResult = srcA - srcB;
			Zero = (ALUResult != 0)?1:0;
		end
		BLT :begin 
			ALUResult = srcA - srcB;
			Zero = ($signed(ALUResult) < 0)?1:0;
		end
		BGE :begin 
			ALUResult = srcA - srcB;
			Zero = ($signed(ALUResult) >= 0)?1:0;
		end
		BLTU:begin 
			ALUResult = srcA - srcB;
			Zero = (ALUResult < 0)?1:0;
		end
		BGEU:begin 
			ALUResult = srcA - srcB;
			Zero = (ALUResult >= 0)?1:0;
		end
		LUI:ALUResult = srcB;
		default : ALUResult = 32'h0;
	endcase
end
always @ (posedge clk) begin
	Zero = 0;
end
endmodule
### /design/flow/run.sh
#!/bin/bash
# OpenROAD 26Q1-2900-gdf79404cd8, Yosys 0.63+post, stock flow scripts
make -C /OpenROAD-flow-scripts/flow DESIGN_CONFIG=/design/flow/config.mk WORK_HOME=/design/flow/orfs finish
### /design/flow/config.mk
export PLATFORM = sky130hd
export DESIGN_NAME = ALU
export DESIGN_NICKNAME = ALU
export VERILOG_FILES = /design/flow/design.v
export SDC_FILE = /design/flow/constraint.sdc
export NUM_CORES = 4
export LEC_CHECK = 1
export CORE_UTILIZATION = 40
### /design/flow/constraint.sdc
current_design ALU

set clk_period 14.9
set clk_io_pct 0.2

create_clock -name clk0 -period $clk_period [get_ports {clk}]

set non_clock_inputs [all_inputs -no_clocks]
set_input_delay [expr $clk_period * $clk_io_pct] -clock clk0 $non_clock_inputs
set_output_delay [expr $clk_period * $clk_io_pct] -clock clk0 [all_outputs]
==> notes.md <==
Physical implementation status

The top cell type by area accounts for 13.4% of the synthesized area. The number of buffers added for setup after CTS stands at 0. The worst hold path belongs to the class in -> out. The final timing report lists a hold violation count of 0.

The number of warnings the tools reported stands at 93. The first global-routing pass estimated 66.7 mm of wire. Summing all flip-flop and latch instances after layout gives 0 um2. The max-capacitance violation count stands at 0. For this run the detailed placement stage logged an HPWL of 34.9 mm.

The number of global-route vias before repair was 9960. The power density over cell area stands at 30.3 nW/um2. The number of antenna violations at the first check in global routing stands at 2. The total setup violations reported at the end of the flow stands at 0. The placeable core area stands at 21900 um2.

The first-pass detailed-route iteration total stands at 6. The horizontal die size stands at 151 um. Nets still carrying antenna violations after routing amount to 0.

The run finished with clean final reports. The critical path is of the in -> out type. The synthesized instance count stands at 1381.

Setup repair after global routing left no endpoint under its margin. The distinct cell type count after synthesis stands at 84. The pin closest to its max-slew limit shows a slew of 977 ps. Warnings reported by Yosys during synthesis add up to 3.

The number of cells in the finished layout apart from fillers stands at 1681. The area after detailed placement stands at 10100 um2. The violation count after the first detailed-routing iteration stands at 1089. The area of the chip stands at 22900 um2. The number of buffers inserted for hold repair after clock tree synthesis stands at 0. Of the total power, the share spent switching nets is 62.5%. Cells with a size suffix above 1 make up 6.57% of the layout. The floorplan step records an initial core utilization of 40.8%.

The number of cells upsized or downsized after cts stands at 0. The design internal power stands at 0.114 mW. Recorded from the global router log, the overflow total was 0.

According to the Yosys statistics, the synthesized design has a chip area of 8940 um2. Entering global routing, the biggest net connects 70 pins. Pin placement for this block handled 109 I/O pins.

By instance count, the leading cell after synthesis is nor2_1. The commonest cells after synthesis are 181 x nor2_1, 132 x a21oi_1, 109 x o21ai_0. The critical path required time stands at 11920 ps. The routed wire length stands at 45.8 mm. Looking at area per cell type in the netlist, the leader is ha_1. The worst-case max-slew headroom was logged as 33.2%. In the final timing run, aggregate negative setup slack is 0 ps. The area overhead of the layout relative to synthesis stands at 12.8%. The switching power summed over all nets stands at 0.191 mW.

Per the post-synthesis stats, the area per cell is 6.47 um2. The final timing summary puts the cycle share of the worst path at 74.0%. Total global-route track usage over all layers is 40.6%. Counting the clock-network buffers in the layout gives 0. The number of DRC violations after detailed routing stands at 0.

The data arrival time at the worst-slack endpoint stands at 8050 ps. The count of instantiated cells in the yosys netlist stands at 1381. Dividing the detail-routed wire length by the instance count gives 27.2 um.

The post-route minimum period stands at 11030 ps. Buffers placed on the I/O ports in this run total 106. After its last routability iteration, the placer logged a weighted congestion of 1.03. STA classifies the critical path startpoint as an input port. For this run, the top clock speed supported by timing is 90.7 MHz. Counting the fill cells in the layout gives 2281. Of all nets on the critical path, the largest fanout is 44.

The number of placed cells counting well taps stands at 1680. Once layout is complete, the utilization of the core stands at 46.0%. The total via count in the routed design stands at 11.3k.

STA classifies the critical path endpoint as a primary output. The worst supply voltage drop on vdd stands at 0.0142 mV. The detailed-route vias per instance stands at 6.74. In this run the vertical extent of the chip is 151 um.

The share of the Yosys chip area taken by registers is 0%. After synthesis, the cell types taking the most area are ha_1 13%, nor2_1 7.6%, a21oi_1 7.4%. The final design instance area without fill stands at 10100 um2. According to the cell report, flip-flops and latches in the layout number 0.

The mapped netlist covers 8940 um2. The report gives the cell count of the worst hold path as 6. For reference, the placement row count at floorplan is 54. The total leakage power stands at 3.96 nW.

The pre-CTS setup check shows a worst slack of 4050 ps. The final worst-path setup slack stands at 3870 ps. The number of pins exceeding their max-slew limit in the final report stands at 0.
==> logic make-up (layout without fill, tap and decap cells) <==
group	after synthesis	in the layout	synth area share (%)
compound gates	534	534	40.5
simple gates	451	451	23.4
buf+inv	209	228	9.25
fa+ha+maj	98	98	13.9
mux	87	87	12.7
other cells	1	2	0.0420
xor+xnor	1	1	0.0980
==> layout by cell type (no fill, tap or decap), types with 10 or more instances in the layout <==
cell / n
a211o_1: 13
nor3_1: 43
a31oi_1: 19
a221oi_1: 26
a22oi_1: 13
o211ai_1: 22
o21a_1: 10
a221o_1: 10
nand2b_1: 15
a2111oi_0: 15
mux2_2: 14
a211oi_1: 32
a21o_1: 14
mux2i_1: 53
clkdlybuf4s50_1: 102
buf_4: 28
o31ai_1: 13
mux4_2: 20
o21ai_0: 109
and2_1: 11
ha_1: 96
nand3_1: 26
nand2_1: 95
a21oi_1: 132
nor4_1: 19
inv_1: 94
nor2_1: 179
==> metrics by stage <==
stage / total power, mW / hold WS [ps]
after CTS: 0.296 / 7040
final: 0.305 / 7040
after global placement: 0.295 / 7050
after global routing: 0.329 / 7100
after detailed placement: 0.294 / 7040
after floorplan: 0.183 / 6080
==> power groups by stage <==
stage	sequential, mW	clock [mW]	combinational, mW
5_1_grt	0	0	0.329
4_1_cts	0	0	0.296
==> worst paths after layout <==
kind / startpoint / endpoint
setup / recovery: srcB[4] / ALUResult[31]
hold / removal: srcB[2] / ALUResult[2]
==> worst max-delay path, stage by stage <==
cell	delay [ps]
clkdlybuf4s50_1	460
buf_4	410
inv_1	420
ha_1	510
a21o_1	210
o21bai_1	230
o2111ai_1	420
nand3_1	210
a21oi_1	510
o211ai_1	400
a21oi_1	390
a2111oi_0	160
a31oi_1	210
clkdlybuf4s50_1	500
==> layout make-up <==
cell class         count  area [um2]  area share, %
well taps            280         350           3.48
diodes                 1        2.50         0.0248
repair buffers       132        1240           12.3
inverters             96         360           3.58
multi-input cells   1172        8120           80.6
==> routing by layer <==
layer  wire length [um]  track usage, %  vias to the layer above
met1              19400            58.9                     5289
li1                   -               -                     5267
met5                  0               0                        -
met3               4720            7.36                       96
met4               1800            12.6                        0
met2              19800            60.7                      672
Power is estimated from default activity; no workload was simulated.

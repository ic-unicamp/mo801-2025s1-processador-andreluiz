[flow/design.v]
module RegisterFile(clk,resetn,A1,A2,A3,WD3,WE3,RD1,RD2);
input clk,resetn,WE3;
input [4:0] A1;
input [4:0] A2;
input [4:0] A3;
input [31:0] WD3;
output [31:0] RD1;
output [31:0] RD2;
reg [31:0] Registers[31:0];
integer k;
assign RD1 = Registers[A1];
assign RD2 = Registers[A2];
initial begin
	for(k=0; k<32; k = k + 1)
	begin
		Registers[k] = 32'h0;
	end
end
always @ (WE3)
begin
	if(WE3 == 1'b1 & A3 > 0)
	begin
		Registers[A3] = WD3;
	end
end
endmodule
[flow/run.sh]
#!/bin/bash
# OpenROAD 26Q1-2900-gdf79404cd8, Yosys 0.63+post, stock flow scripts
make -C /OpenROAD-flow-scripts/flow DESIGN_CONFIG=/design/flow/config.mk WORK_HOME=/design/flow/orfs finish
[flow/config.mk]
export PLATFORM = sky130hd
export DESIGN_NAME = RegisterFile
export DESIGN_NICKNAME = RegisterFile
export VERILOG_FILES = /design/flow/design.v
export SDC_FILE = /design/flow/constraint.sdc
export NUM_CORES = 4
export LEC_CHECK = 1
export CORE_UTILIZATION = 40
[flow/constraint.sdc]
current_design RegisterFile

set clk_period 10.3
set clk_io_pct 0.2

create_clock -name clk0 -period $clk_period

set non_clock_inputs [all_inputs -no_clocks]
set_input_delay [expr $clk_period * $clk_io_pct] -clock clk0 $non_clock_inputs
set_output_delay [expr $clk_period * $clk_io_pct] -clock clk0 [all_outputs]
==> impl_metrics.yaml <==
# generated from flow reports
timing:
  unclocked_pins: 1024
  min_period_ps: 8690
  rsz0062_at_grt: "false"
  period_used_pct: 84.3
  worst_pin_slew_ps: 1170
  hold_violations: 0
  untimed_endpoints: 1024
  fmax_mhz: 115
  drv_slew: 0
  relSlewSlack_pct: 21.8
  setup_viol: 0
  final.setup.tns_ps: 0
place:
  place.gp.congestion: 1.10
  hpwl_mm: 111
  place_area_sq_mm: 0.0324
  io_buffers: 112
  dp.cells: 4260
synth:
  top_cell_area_share_pct: 52.4
  largest_area_cell: "dlxtn_1"
  synthAdderAreaFrac_pct: 0
  flop_cell: "dlxtn_1"
  topCellsByArea: "dlxtn_1 (52%), a22oi_1 (19%), nand2_1 (3.2%)"
  synth.yosys.warnings: 2
  synth_flop_count: 1024
  synth_cell_types: 72
  ys_async_sr_fraction_pct: 0
  ys_top_logic_family: "AND-OR/OR-AND gates"
  ys_sh_xor_pct: 0
  avgSynthCellArea_sq_um: 9.16
  ys_chip_area_sq_mm: 0.0294
  aoi_share_pct: 26.9
  syn-cell-area_sq_mm: 0.0294
  ys_cells: 3205
  synth-edff-count: 0
  ys_sh_simple_pct: 13.5
  synth_cells: 3205
  mux_share_pct: 3.17
power_and_ir_drop:
  p_leak_nw: 14.0
  ir_worst_vdd_uv: 27.1
  p_sw_uw: 581
  p_per_area_mw_per_mm2: 34.3
  swShare_pct: 52.2
  p_int_uw: 533
die:
  die_w_microns: 273
  initial_core_util_pct: 40.7
  die_h_microns: 273
  io_pins: 114
  fp-row-count: 98
  die_area_sq_mm: 0.0745
  core_sq_mm: 0.0721
clock_network:
  cts_setup_buffers: 0
  ctsHoldBuffers: 0
  cts_resized: 0
critical_path:
  arrival_ps: 6630
  cp-start-kind: "input pin"
  critPathKind: "input pin to output port"
  end_kind: "output port"
  crit_fanout: 21
  crit_required_ps: 8240
finish:
  drive_above_1_share_pct: 10.4
  largest_reg_flops: 1024
  layoutNonFillerInstCount: 4278
  finalInstanceArea_sq_mm: 0.0325
  syn_to_final_growth_pct: 10.6
  final_util_pct: 45.0
detailed_routing:
  drcViolationCount: 0
  vias: 32711
  wirelength_mm: 190
  initialDrtViolationCount: 4976
  wl_per_cell_microns: 44.3
  drt_pass1_iterations: 7
  avgViaCountPerCell: 7.65
  postRouteAntennaNets: 0
hold_path:
  hp-start: "A1[4]"
  min_to: "RD1[31]"
  holdPathStages: 5
  hold_path.class: "input pin to output port"
global_route:
  grt_max_degree: 35
  grt_pass1_vias: 31095
  antenna_found_initial: 19
  grt_first_pass_wirelength_mm: 253
  grt_use_total_pct: 51.9
  overflow: 0
flow_run:
  warnings: 34
  max-cap-violations: 0
status:
  status: "finished clean"
==> through the flow <==
stage          total power, mW  hold slack (ps)  worst slack [ps]
5_1_grt                   1.14             5300              1820
6_report                  1.11             5270              1610
2_1_floorplan            0.637             4470              4740
4_1_cts                   1.06             5260              2130
3_3_place_gp              1.06             5260              2140
3_5_place_dp              1.06             5250              2130
==> cells in the final DEF, fill, tap and decap left out, drive strengths merged, types with 26 or more instances in the layout <==
cell              n
nor4             26
nor3             74
a21oi            82
dlxtn          1024
nand3            56
clkdlybuf4s50   102
mux2             31
nand2           252
conb             32
nand4            98
nor2            186
a22o             43
a22oi           729
o21ai            32
buf             198
mux2i            56
==> critical path: stages <==
cell	delay, ps
buf_2	540
buf_4	350
nand3b_1	520
nor2_4	1000
buf_4	570
a22oi_1	170
nand4_1	140
nor4_1	70
a31oi_1	560
clkdlybuf4s50_1	610
==> worst max path at each step <==
stage | start | to | slack, ps
final | A1[1] | RD1[17] | 1610
after global routing | A1[1] | RD1[17] | 1820
after CTS | A1[1] | RD1[17] | 2130
==> synth_stat cells (7+ instances only) <==
library cell and number:
a31oi_1 24, nor2b_1 23, buf_6 7, mux2_2 31
a22o_1 43, nor3_1 74, and3_1 14, mux2i_1 56
buf_2 147, nand4_1 98, a21oi_1 82, o21ai_0 32
o211ai_1 9, o22ai_1 12, o32a_1 11, nor2_1 152
nor2_2 26, or3_1 7, nand2b_1 14, nor4_1 26
a221oi_1 23, and4_1 9, a22oi_1 729, nand3_1 55
nor2_4 8, a222oi_1 25, clkbuf_1 52, nand2_1 251
a32oi_1 25, dlxtn_1 1024, buf_4 18, a2111oi_0 7
==> cells by family after synthesis <==
kind of cell,Yosys count
latches,1024
simple gates,798
buf+inv,231
other cells,1
compound gates,1063
mux,88
==> cell type report <==
class	count	area (sq um)
fillers	7029	39600
diodes	18	45.0
flip-flops and latches	1024	15400
inverters	5	18.8
repair buffers	300	2480
well taps	950	1190
multi-input cells	1981	13400
==> layer usage <==
layer	vias up	wire (microns)	global-route usage, %
met5	-	384	2.57
met4	26	19000	36.0
met3	1320	38300	39.5
met2	3756	70800	66.2
met1	15188	61200	58.9
li1	12421	-	-
Power is estimated from default activity; no workload was simulated.

$ cat ./design.v
module Controller(clk, resetn, opcode, func3, func7, Zero, IRWrite, MemWrite, AdrSrc, PCWrite, RegWrite, ResultSrc, ALUSrcB, ALUSrcA, ImmSrc, ALUControl);
input clk, resetn, Zero;
input [2:0] func3;  
input [6:0] opcode, func7;  
output reg IRWrite, MemWrite, AdrSrc, PCWrite, RegWrite;  
output reg [1:0] ResultSrc, ALUSrcB, ALUSrcA;  
output reg [2:0] ImmSrc;
output reg [9:0] ALUControl;
reg branch = 0; 
reg [4:0] state, next_state;
localparam Fetch             = 5'b00000;
localparam Decode            = 5'b00001;
localparam MemAdr            = 5'b00010;
localparam MemRead           = 5'b00110;
localparam MemWB             = 5'b00111;
localparam MemWrite_state    = 5'b01100;
localparam ExecuteR          = 5'b01010;
localparam ExecuteL          = 5'b01110;
localparam ALUWB             = 5'b01000;
localparam BEQ               = 5'b01001;
localparam JAL               = 5'b01011;
localparam AUIPC             = 5'b01100;
localparam LUI               = 5'b01101;
localparam Fetch_CalculatePC    = 5'b01111;
initial begin
	state = 5'b11111; 
end
always @ (posedge clk)
begin
    if (~resetn)
        state = 0;
    else
        state = next_state;				
end
always @ (*)
begin
	case(opcode)
		7'b0000011: ImmSrc = 3'b000;
		7'b0010011: begin
			if(func3 != 3'b101)
				ImmSrc = 3'b000;
			else
				ImmSrc = 3'b101;
		end
		7'b0100011: ImmSrc = 3'b001;
		7'b1100011: ImmSrc = 3'b010;
		7'b1101111: ImmSrc = 3'b011;
		7'b0110111: ImmSrc = 3'b100;
		7'b0010111: ImmSrc = 3'b100;
		default: ImmSrc = 3'b000;
	endcase
	if(resetn) begin	
		next_state = 4'd0;
		branch = 1'b0;
		AdrSrc = 0; 
		IRWrite = 0; 
		ALUControl = 0;
		ResultSrc = 0;
		RegWrite = 0;
		MemWrite = 0; 
		PCWrite = 0; 
		case(state)
			Fetch:begin
				AdrSrc = 0; 
				IRWrite = 1; 
				ALUSrcA = 2'b00;
				ALUSrcB = 2'b10; 
				ALUControl = 2'b00;
				ResultSrc = 2'b10; 
				RegWrite = 0;
				PCWrite = 1; 
				next_state = Decode;
			end
			Decode:begin
				PCWrite = 0;
				IRWrite = 0;
				MemWrite = 0;
				RegWrite = 0;
				ALUSrcA = 2'b01;
				ALUSrcB = 2'b01;
				case(opcode)
					7'b0000011: next_state = MemAdr;
					7'b0100011: next_state = MemAdr;
					7'b0110011: next_state = ExecuteR;
					7'b0010011: next_state = ExecuteL;
					7'b1101111: next_state = JAL;
					7'b1100011: next_state = BEQ;
					7'b0010111: next_state = AUIPC;
					7'b0110111: next_state = LUI;
					default: next_state = Fetch;
				endcase
			end
			MemAdr:begin
				ALUSrcA = 2'b10;
				ALUSrcB = 2'b01; 
				ALUControl = 10'b0000000000; 
				case(opcode)
					7'b0000011: next_state = MemRead;
					7'b0100011: next_state = MemWrite_state;
					default: next_state = Fetch;
				endcase
			end
			MemRead:begin
				AdrSrc = 1; 
				ResultSrc = 2'b10;
				next_state = MemWB;
			end
			MemWB:begin
				ResultSrc = 2'b01;
				RegWrite = 1;
				next_state = Fetch;
			end
			MemWrite_state:begin
				AdrSrc = 1; 
				ResultSrc = 2'b00;
				MemWrite = 1;
				next_state = Fetch;
			end
			ExecuteR:begin
				ALUSrcA = 2'b10;
				ALUSrcB = 2'b00; 
				ALUControl = {func7,func3};
				next_state = ALUWB;
			end
			ExecuteL:begin
				PCWrite = 0;
				MemWrite = 0;
				IRWrite = 0;
				RegWrite = 0;
				ALUSrcA = 2'b10;
				ALUSrcB = 2'b01; 
				ALUControl = func3;
				if ({func7,func3} == 10'b0100000101)
				   ALUControl = 10'b0100000101;
				next_state = ALUWB;
			end
			ALUWB:begin
				PCWrite = 0;
				MemWrite = 0;
				IRWrite = 0;
				ResultSrc = 2'b00;
				RegWrite = 1;
				next_state = Fetch;
			end
			BEQ:begin
				ALUSrcA = 2'b10;
				ALUSrcB = 2'b00; 
				case(func3)
					3'b000:ALUControl = 10'b0000001000;
					3'b001:ALUControl = 10'b0000001001;
					3'b100:ALUControl = 10'b0000001010;
					3'b101:ALUControl = 10'b0000001011;
					3'b110:ALUControl = 10'b0000001100;
					3'b111:ALUControl = 10'b0000001101;
				endcase
				ResultSrc = 2'b00;
				branch = 1'b1;					
				if(branch == 1'b1 & Zero == 1'b1)
				   PCWrite = 1; 
				else
				   PCWrite = 0;
				next_state = Fetch;
			end
			JAL:begin
				ALUSrcA = 2'b01;
				ALUSrcB = 2'b10; 
				ALUControl = 2'b00;
				ResultSrc = 2'b00; 
				PCWrite = 1;  
				next_state = ALUWB;
			end
			AUIPC:begin
				PCWrite = 0;
				MemWrite = 0;
				IRWrite = 0;
				RegWrite = 0;
				ALUSrcA = 2'b01;
				ALUSrcB = 2'b01; 
				ALUControl = 10'b000;
				next_state = ALUWB;
			end
			LUI:begin
				PCWrite = 0;
				MemWrite = 0;
				IRWrite = 0;
				RegWrite = 0;
				ALUSrcA = 2'b10;
				ALUSrcB = 2'b01; 
				ALUControl = 10'b0000001110;
				next_state = ALUWB;
			end
			default:begin
				AdrSrc = 0; 
				IRWrite = 0; 
				ALUSrcA = 0;
				ALUSrcB = 0; 
				ALUControl = 0;
				ResultSrc = 0;
				RegWrite = 0;
				MemWrite = 0; 
				PCWrite = 0; 
				ImmSrc = 0; 
				next_state = Fetch;
			end
		endcase
	end
end
endmodule
$ cat ./run.sh
#!/bin/bash
# OpenROAD 26Q1-2900-gdf79404cd8, Yosys 0.63+post, stock flow scripts
make -C /OpenROAD-flow-scripts/flow DESIGN_CONFIG=/design/flow/config.mk WORK_HOME=/design/flow/orfs finish
$ cat ./config.mk
export PLATFORM = sky130hd
export DESIGN_NAME = Controller
export DESIGN_NICKNAME = Controller
export VERILOG_FILES = /design/flow/design.v
export SDC_FILE = /design/flow/constraint.sdc
export NUM_CORES = 4
export LEC_CHECK = 1
export CORE_AREA = 10 10 97 97
export DIE_AREA = 0 0 107 107
$ cat ./constraint.sdc
current_design Controller

set clk_period 2.7
set clk_io_pct 0.2

create_clock -name clk0 -period $clk_period [get_ports {clk}]

set non_clock_inputs [all_inputs -no_clocks]
set_input_delay [expr $clk_period * $clk_io_pct] -clock clk0 $non_clock_inputs
set_output_delay [expr $clk_period * $clk_io_pct] -clock clk0 [all_outputs]
==> reports/summary.txt <==
yosys stat chip area -> 0.00117 sq mm
CP startpoint -> func3[2]
min-delay worst type -> in2reg
diodes inserted -> 0
Post-Place Cells -> 293
LEAKAGE -> 0.804 nW
via count -> 1144
initial antenna violation count -> 0
WHS Path Cells -> 3
GR Util All Layers -> 5.80%
Root Buffer -> clkbuf_8
core area -> 0.00729 sq mm
Reg power frac -> 29.7%
area grow syn2layout -> 57.9%
status -> completed
PortBufs -> 43
H-tree depth -> 1
final wirelength -> 3350 um
Ports -> 44
Worst setup EP type -> primary output
number of unconstrained endpoints -> 46
critical path depth in cells -> 5
DR pass1 iterations -> 4
CP endpoint -> ImmSrc[0]
final setup fails -> 0
Site Rows -> 31
DP Worst Slack -> -0.0470 ns
CP delay by family, top -> buffers and inverters
Worst-path clk slew -> 0.04 ns
post-layout util -> 25.4%
drt initial violations -> 32
post-route setup slack -> 0.0753 ns
critical path fanouts, max -> 3
Cell Type Count -> 44
Final Non-Filler Cells -> 298
most used flip-flop cell -> dlxtp_1
ys flops -> 30
die height -> 107 um
Final Hold Vio Count -> 0
dpl hpwl -> 2840 um
Max Slew Vio Count -> 0
Worst Path Buf+Inv -> 2
synthesized instance count -> 145
minimum clock period -> 2.62 ns
Final ANT Viol Nets -> 0
synthesized area -> 0.00117 sq mm
vias in the first global route -> 1166
chip area -> 0.0114 sq mm
first-pass GRT wire length -> 5600 um
Most common cell on crit path -> clkdlybuf4s50_1
max-cap check violation count -> 0
clock buffer depth -> 2
pin count of the biggest net entering global routing -> 27
Setup CP Type -> in2out
floorplan utilization -> 16.1%
mean post-synth cell area -> 8.09 sq um
routed len/inst -> 11.2 um
count of tool warnings -> 26
layout cells sized above 1 -> 13.1%
fmax -> 0.381 GHz
CP Launch Type -> primary input
EDFF count, synth -> 0
CP max stage cell -> clkdlybuf4s50_1
maximum vdd drop -> 0.111 mV
WHS -> 1.17 ns
DR vias/cell -> 3.84
yosys cell count -> 145
register pins left without a clock -> 25
grt total ovfl -> 0
Post-synth ARST share -> 0%
yosys warns -> 1
fillers -> 807
RSZ-0062 raised after global routing -> yes
worst path required time -> 2.16 ns
Worst EP arrival -> 2.08 ns
worst path cell trace -> clkdlybuf4s50_1 -> and3_1 -> nand4_1 -> a21oi_1 -> clkdlybuf4s50_1
Inserted Clock Buffers -> 3
die width -> 107 um
Combinational Power Share -> 28.0%
clock share of power -> 42.3%
Power Density -> 174 mW/mm^2
Sw Share -> 23.8%
Tcrit/Tclk final -> 97.2%
CTS tree -> built
Psw -> 0.0771 mW
Remaining DRCs -> 0
global placement routability congestion -> 0.841
max incr delay on CP -> 0.50 ns
Internal -> 0.246 mW
[per-layer routing]
metal	share of wire [%]	global-route usage, %	up-vias
met4	0	0.774	0
met2	45	9.35	31
met5	0	0	-
met1	45	7.13	507
met3	9.7	2.67	0
li1	-	-	606
[final cells by class]
| cell class | instances | area, sq um | area share (%) |
|---|---|---|---|
| multi-input cells | 105 | 652 | 35.2 |
| well taps | 99 | 124 | 6.68 |
| flip-flops and latches | 30 | 475 | 25.7 |
| clock buffers | 4 | 45.0 | 2.43 |
| repair buffers | 57 | 546 | 29.4 |
| inverters | 3 | 11.3 | 0.608 |
[cells in the mapped netlist (2+ instances only)]
master	count	area (sq um)
a21o_1	2	15.0
a21oi_1	5	25.0
a22oi_1	2	15.0
and2_1	10	62.6
and3_1	4	25.0
buf_2	4	20.0
buf_6	2	22.5
dfxtp_1	5	100
dlxtn_1	4	60.1
dlxtp_1	21	315
inv_1	3	11.3
nand2_1	12	45.0
nand2b_1	3	18.8
nand3_1	10	50.1
nand4_1	2	12.5
nor2_1	11	41.3
nor2b_1	5	31.3
nor3_1	4	20.0
nor3b_1	2	15.0
nor4b_1	3	26.3
o21ai_0	4	20.0
o21ai_1	2	10.0
xnor2_1	2	17.5
xor2_1	3	26.3
[what timing repair did]
item	4_1_cts	5_1_grt
pin swaps	0	2
resized	1	6
setup endpoints to repair	1	2
hold buffers	0	0
setup buffers	0	1
endpoints found under the hold margin	0	0
[registers in the layout (all words and copies together), names as in the netlist]
register    count
next_state      4
ALUControl     10
IRWrite         1
ResultSrc       2
ALUSrcB         2
ALUSrcA         2
AdrSrc          1
state           5
RegWrite        1
MemWrite        1
PCWrite         1
[worst min-delay path by stage]
stage / slack [ns] / start / end
after CTS: 1.18 / resetn / state[3]
after global routing: 1.22 / resetn / state[0]
final: 1.17 / resetn / state[3]
[power by group through the flow]
stage	Sequential (mW)	Combinational, mW	Clock (mW)
final	0.0961	0.0906	0.137
after global routing	0.0966	0.0995	0.146
after CTS	0.0961	0.0911	0.141
[cell usage in the layout (no fill, tap or decap), types with 2 or more instances in the layout]
master           synthesis  routed
clkbuf_8                 0       3
nor2_1                  11      11
nor2b_1                  5       5
dlxtp_1                 21      21
nand3_1                 10      10
dlxtn_1                  4       4
a21o_1                   2       2
nor3b_2                  1       2
a22oi_1                  2       2
inv_1                    3       3
and2_1                  10      10
nand2b_1                 3       3
o21ai_1                  2       2
o21ai_0                  4       4
dlymetal6s2s_1           0       4
buf_4                    0      14
and3_1                   4       4
xnor2_1                  2       2
nand4_1                  2       2
dfxtp_1                  5       5
xor2_1                   3       3
nand2_1                 12      11
clkdlybuf4s50_1          0      39
nor3_1                   4       4
nor4b_1                  3       3
a21oi_1                  5       4
[kinds of logic (layout without fill, tap and decap cells)]
family	count (synthesis)	after routing	synth area share, %
AOI/OAI and AO/OA	22	22	11.8
DFF	5	5	8.53
buffers and inverters	10	64	4.90
latches	25	25	32.0
and+or+nand+nor	77	77	38.7
other	1	1	0.320
xor gates and xnor gates	5	5	3.73
[per-stage QoR]
step                      power [mW]  setup TNS (ns)  instance area, sq um
after floorplan                0.128               0                  1170
final                          0.323               0                  1850
after detailed placement       0.187         -0.0470                  1780
after CTS                      0.328               0                  1830
after global placement         0.187       -0.000743                  1780
after global routing           0.342         -0.0168                  1850
No activity file was given, so power comes from the tool's default toggle rates.
